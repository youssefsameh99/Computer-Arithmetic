File: ./config.mk
export PLATFORM = sky130hd
export DESIGN_NAME = CLA
export DESIGN_NICKNAME = CLA
export VERILOG_FILES = /design/flow/design.v
export SDC_FILE = /design/flow/constraint.sdc
export NUM_CORES = 4
export LEC_CHECK = 1
export CORE_UTILIZATION = 30
File: ./constraint.sdc
current_design CLA

set clk_period 21.6
set clk_io_pct 0.2

create_clock -name clk0 -period $clk_period

set non_clock_inputs [all_inputs -no_clocks]
set_input_delay [expr $clk_period * $clk_io_pct] -clock clk0 $non_clock_inputs
set_output_delay [expr $clk_period * $clk_io_pct] -clock clk0 [all_outputs]
File: ./design.v
module CLA(
    input  [63:0] A, B,
    input         cin,
    output [63:0] sum,
    output        cout
);
    wire [63:0] g, p;
    assign g = A & B;
    assign p = A ^ B;
    wire [64:0] c;
    assign c[0] = cin;
    wire [15:0] G1, P1;
    genvar i;
    generate
        for (i = 0; i < 16; i = i + 1) begin : CLA_4_BLOCKS
            carry_look_ahead_logic CLA4 (
                .cin(c[i*4]),
                .g0(g[i*4]),
                .p0(p[i*4]),
                .g1(g[i*4 + 1]),
                .p1(p[i*4 + 1]),
                .g2(g[i*4 + 2]),
                .p2(p[i*4 + 2]),
                .g3(g[i*4 + 3]),
                .p3(p[i*4 + 3]),
                .c1(c[i*4 + 1]),
                .c2(c[i*4 + 2]),
                .c3(c[i*4 + 3]),
                .c4(c[i*4 + 4]),
                .G(G1[i]),
                .P(P1[i])
            );
        end
    endgenerate
    wire [3:0] G2, P2;
    generate
        for (i = 0; i < 4; i = i + 1) begin : CLA_16_BLOCKS
            carry_look_ahead_logic CLA16 (
                .cin(c[i*16]),
                .g0(G1[i*4]),
                .p0(P1[i*4]),
                .g1(G1[i*4 + 1]),
                .p1(P1[i*4 + 1]),
                .g2(G1[i*4 + 2]),
                .p2(P1[i*4 + 2]),
                .g3(G1[i*4 + 3]),
                .p3(P1[i*4 + 3]),
                .c1(c[i*16 + 4]),
                .c2(c[i*16 + 8]),
                .c3(c[i*16 + 12]),
                .c4(c[i*16 + 16]),
                .G(G2[i]),
                .P(P2[i])
            );
        end
    endgenerate
    wire G3, P3;
    carry_look_ahead_logic CLA64 (
        .cin(cin),
        .g0(G2[0]), .p0(P2[0]),
        .g1(G2[1]), .p1(P2[1]),
        .g2(G2[2]), .p2(P2[2]),
        .g3(G2[3]), .p3(P2[3]),
        .c1(c[16]),
        .c2(c[32]),
        .c3(c[48]),
        .c4(c[64]),
        .G(G3),
        .P(P3)
    );
    assign sum = p ^ c[63:0];
    assign cout = c[64];
endmodule
module carry_look_ahead_logic(
    input cin,       
    input g0, p0, g1, p1, g2, p2, g3, p3, 
    output c1, c2, c3, c4,              
    output G, P                 
);
    assign P = p3 & p2 & p1 & p0;
    assign G = g3 | (p3 & g2) | (p3 & p2 & g1) | (p3 & p2 & p1 & g0);
    assign c1 = g0 | (p0 & cin);
    assign c2 = g1 | (p1 & g0) | (p1 & p0 & cin);
    assign c3 = g2 | (p2 & g1) | (p2 & p1 & g0) | (p2 & p1 & p0 & cin);
    assign c4 = g3 | (p3 & g2) | (p3 & p2 & g1) | (p3 & p2 & p1 & g0) | (p3 & p2 & p1 & p0 & cin);
endmodule
File: ./run.sh
#!/bin/bash
# OpenROAD 26Q1-2900-gdf79404cd8, Yosys 0.63+post, stock flow scripts
make -C /OpenROAD-flow-scripts/flow DESIGN_CONFIG=/design/flow/config.mk WORK_HOME=/design/flow/orfs finish
==> results.txt <==
impl run done, here's what came out: status=completed, Max Cap Viol=0, Die Height=approximately 100 um, Slowest cell on crit path=clkdlybuf4s50_1, Slew HR=slightly above 70%, worst slew pin tran=roughly 440 ps, Peak VDD IR=about 0.017 mV, Hold WC Path Type=in -> out, area of the core=0.00885 mm2, Ys Warns=16, vias in the first global route=roughly 3,100, Worst EP arrival=roughly 7600 ps, Mapped Cells=approximately 350, DRC errors left=0, pre-CTS WS=roughly 9700 ps, Tcrit/Tclk final=between 50 and 60%, sequential share of the synthesized area=0%, number of placed I/O pins=approximately 190, CP endpoint kind=output pin, Clock Power Share=0%, Comb power frac=approximately 100%, clock buffers=0, Hold Violations, Final=0, yosys synthesis chip area=between 0.002 and 0.003 mm2, cts hold-fix bufs=0, final setup violation count=0, Mapped Area=about 0.0028 mm2, Cell Pwr Density=around 30 mW/mm2, area grow syn2layout=74.7%, setup_tns=0 ps, sequential share of power=0%, worst path required time=17,280 ps, Setup crit start=A[21], library cells used by synthesis=43, Top cell excl fill/tap=clkdlybuf4s50_1, WL/cell=12.4 um, Power Internal=a little under 100 uW, register area=0 um2, post-CTS resize count=0, GRT overflow=0, vias=3,207, all-layer global routing usage=16.8%, GPL Wtd Cong=0.836, Setup CP Type=in -> out, Psw=51.0 uW, largest net degree at the start of global routing=7, Die W=98.2 um, DRT Wirelength=between 8000 and 9000 um, Pleak=~0.0021 uW, layout cells sized above 1=2.01%, Port Buffer Count=194, critical path fanouts, max=5, CP Cell Sequence=clkdlybuf4s50_1 > ha_1 > a21oi_1 > o21ai_1 > a22oi_1 > a31oi_1 > nor3_1 > o21ai_0 > a21o_1 > fa_1 > xor2_1 > clkdlybuf4s50_1, most frequent CP cell=clkdlybuf4s50_1, floorplan utilization=31.4%, antenna diode count=0, 1st-iter DRT viols=63, DR vias/cell=just under 5, placed insts=654, Final Max Tran Viols=0, yosys stat cell total=between 300 and 400, hpwl dp=7480 um, startpoint types=input pin, die area=0.00965 mm2, Net Sw Frac=between 30% and 40%, Final Util=54.9%, RSZ-0062 raised after global routing=false, hold_ws=9730 ps, filler cell count in the final layout=816, Log Warnings=32, first-pass GRT wire length=about 13,000 um, fmax=roughly 0.084 GHz, minimum clock period=roughly 12,000 ps, drt pass-1 iters=24, final setup margin=9670 ps, Top Layout Cells=clkdlybuf4s50_1 (194), ha_1 (64), a21oi_1 (40), remaining antenna violation count=0, flop count=0, antenna violations before repair=0, row cnt=34, CP max stage delay=about 500 ps, final non-filler cell total=around 650, setup bufs post-CTS=0, CP Capture Point=sum[49], mean post-synth cell area=roughly 7.9 um2
-- routing by layer --
metal | up-vias | GRT usage, % | routed length, um
met4 | 0 | 0 | 0
li1 | 1686 | - | -
met5 | - | 0 | 0
met2 | 103 | 31.0 | 3990
met3 | 0 | 2.54 | 615
met1 | 1418 | 22.2 | 3500
-- cell usage after synthesis (2+ instances only) --
cell type / instances / share of area [%]
nor2b_1: 5 / 1.1
and3_1: 2 / 0.45
xnor2_1: 18 / 5.7
a22oi_1: 2 / 0.54
or3_1: 2 / 0.45
fa_1: 16 / 12
nor4_2: 2 / 0.90
a311oi_1: 2 / 0.63
inv_1: 16 / 2.2
a21o_1: 14 / 3.8
nand2_1: 27 / 3.6
a21oi_2: 2 / 0.63
o21ai_0: 17 / 3.1
xor2_1: 28 / 8.8
o211ai_1: 2 / 0.54
ha_1: 64 / 29
a31oi_1: 6 / 1.4
o21bai_1: 4 / 1.1
or2b_1: 2 / 0.54
o21ai_1: 7 / 1.3
nand4_1: 7 / 1.6
nand2b_1: 6 / 1.4
a21oi_1: 40 / 7.2
nor2_1: 22 / 3.0
nor3_1: 10 / 1.8
nand3_1: 12 / 2.2
-- worst min-delay path by stage --
stage / to / cells after the start / start / slack (ps)
CTS: sum[62] / 4 / B[62] / 9740
global route: sum[62] / 4 / B[62] / 9750
finish: sum[62] / 4 / B[62] / 9730
-- power groups by stage --
stage / clock (uW) / combinational [uW] / sequential (uW)
after global routing: 0 / 164 / 0
after CTS: 0 / 150 / 0
final: 0 / 147 / 0
-- through the flow --
step	instance area (um2)	power (uW)
CTS	4860	150
detailed placement	4860	148
finish	4860	147
global route	4860	164
floorplan	2780	57.1
global placement	4860	149
-- final cells by class --
| cell class | count | area [um2] | share of cell area, % |
|---|---|---|---|
| Multi-Input combinational cell | 336 | 2720 | 56.0 |
| Tap cell | 108 | 135 | 2.78 |
| Timing Repair Buffer | 194 | 1940 | 40.0 |
| Inverter | 16 | 60.1 | 1.24 |
-- logic make-up after synthesis --
kind of cell             after synthesis  share of synthesized area (%)
adder cells (fa/ha/maj)               80                           40.3
multiplexers                           1                          0.360
AND/OR/NAND/NOR                      102                           18.5
AND-OR/OR-AND                        107                           24.2
XOR/XNOR                              46                           14.5
buffers and inverters                 16                           2.16
-- critical path, delay by kind of cell --
kind / cells / cell delay [ps]
buffers and inverters: 2 / 910
xor gates and xnor gates: 1 / 160
adders and majority gates: 2 / 740
and+or+nand+nor: 1 / 300
AOI/OAI and AO/OA: 6 / 1180
Power and IR drop assume default switching activity.
