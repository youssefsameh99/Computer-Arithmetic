===== constraint.sdc =====
current_design sixty_four_bit_brentkung

set clk_period 52.0
set clk_io_pct 0.2

create_clock -name clk0 -period $clk_period

set non_clock_inputs [all_inputs -no_clocks]
set_input_delay [expr $clk_period * $clk_io_pct] -clock clk0 $non_clock_inputs
set_output_delay [expr $clk_period * $clk_io_pct] -clock clk0 [all_outputs]

===== design.v =====
module sixty_four_bit_brentkung (
    input  [63:0] A, B,
    input         cin,
    output [63:0] sum,
    output        cout
);
    wire [63:0] g, p;
    assign g = A & B;
    assign p = A ^ B;
    wire [64:0] C;
    assign C[0] = cin;
    wire [63:0] G [0:5];
    wire [63:0] P [0:5];
    genvar i;
    generate
        for (i = 0; i < 64; i = i + 1) begin : stage0
            assign G[0][i] = g[i];
            assign P[0][i] = p[i];
        end
    endgenerate
    generate
        genvar s, j;
        for (s = 1; s < 6; s = s + 1) begin : prefix_stage
            for (j = 0; j < 64; j = j + 1) begin : prefix_bit
                localparam integer D = (1 << (s - 1));
                if (j >= D) begin : compute
                    carry_operator u (
                        .g0(G[s-1][j - D]),
                        .g1(G[s-1][j]),
                        .p0(P[s-1][j - D]),
                        .p1(P[s-1][j]),
                        .G(G[s][j]),
                        .P(P[s][j])
                    );
                end else begin : passthru
                    assign G[s][j] = G[s-1][j];
                    assign P[s][j] = P[s-1][j];
                end
            end
        end
    endgenerate
    generate
        for (i = 0; i < 64; i = i + 1) begin : carry_out
            assign C[i+1] = G[5][i] | (P[5][i] & C[i]);
        end
    endgenerate
    generate
        for (i = 0; i < 64; i = i + 1) begin : final_sum
            assign sum[i] = p[i] ^ C[i];
        end
    endgenerate
    assign cout = C[64];
endmodule
module carry_operator(
    input g0 , g1 , p0 , p1,
    output G , P
);
assign G = g1 | (p1 & g0);
assign P = p1 & p0;
endmodule

===== config.mk =====
export PLATFORM = sky130hd
export DESIGN_NAME = sixty_four_bit_brentkung
export DESIGN_NICKNAME = sixty_four_bit_brentkung
export VERILOG_FILES = /design/flow/design.v
export SDC_FILE = /design/flow/constraint.sdc
export NUM_CORES = 4
export LEC_CHECK = 1
export CORE_UTILIZATION = 40

===== run.sh =====
#!/bin/bash
# OpenROAD 26Q1-2900-gdf79404cd8, Yosys 0.63+post, stock flow scripts
make -C /OpenROAD-flow-scripts/flow DESIGN_CONFIG=/design/flow/config.mk WORK_HOME=/design/flow/orfs finish

==> results.json <==
{
  "outcome": "completed",
  "tns_ns": 0,
  "antenna_found_initial": 0,
  "core-area_um2": 14600,
  "warnings": 33,
  "finalSetupViolations": 0,
  "seq_area_um2": 0,
  "drive_gt1_share_pct": 3.46,
  "num_rows": 44,
  "fmax_mhz": 39.0,
  "grt_first_pass_wirelength_um": 44900,
  "diodes": 0,
  "die_w_um": 125,
  "syn_area_per_cell_um2": 6.00,
  "common_cells": "nand2_1, a21oi_1, nor2_1",
  "n_clock_buffer": 0,
  "ys_seq_share_pct": 0,
  "rsz0062_at_grt": "false",
  "cts.repair.resized": 0,
  "initial_core_util_pct": 41.1,
  "area_leaders": "ha_1, a21oi_1, nand2_1",
  "routed_via_density": 6.43,
  "synthAdderAreaFrac_pct": 13.7,
  "gp_congestion": 1.09,
  "top_cell_area_share_pct": 13.3,
  "max_cap_viol_count": 0,
  "syn_to_final_growth_pct": 34.0,
  "worstMarginPinSlew_ns": 1.05,
  "yosys.area_share.simple_pct": 32.9,
  "synthesis.area_um2": 6000,
  "ys_cells": 1000,
  "crit_start": "A[5]",
  "timing.hold.ws_ns": 21.85,
  "die_h_um": 125,
  "aoi_share_pct": 40.1,
  "hold_violations": 0,
  "top_logic_kind": "AND-OR/OR-AND gates",
  "postCtsHoldBufs": 0,
  "slew_headroom_pct": 29.2,
  "die-area_um2": 15500,
  "vias": 8616,
  "ant_nets": 0,
  "seq_cells": 0,
  "grt_overflow_total": 0,
  "path_class": "in2out",
  "xor_area_share_pct": 8.75,
  "arrival_ns": 15.27,
  "grt_pass1_vias": 8056,
  "hpwl_um": 25700,
  "drv_slew": 0,
  "drt_iter0_markers": 927,
  "ys_sh_mux_pct": 0,
  "routed_wl_um": 29300,
  "track_usage_pct": 37.0,
  "wl_per_cell_um": 21.9,
  "postCtsSetupBuffers": 0,
  "io_pins": 194,
  "min_period_over_period_pct": 49.4,
  "crit_path_end_kind": "primary output",
  "start_kind": "input port",
  "drtPass1Iterations": 7,
  "ir_worst_vdd_mv": 0.00608,
  "critical_path_required_ns": 41.60,
  "synthCells": 1000,
  "critPathCapture": "sum[23]",
  "hold_path_class": "in2out",
  "top_area_cell": "ha_1",
  "ys_types": 74,
  "grt_max_degree": 14,
  "leakagePower_uw": 0.00295,
  "yosys_warnings": 1,
  "fin_crit_ns": 25.67,
  "worstPathMaxFanout": 9,
  "synth_chip_area_um2": 6000,
  "drc": 0,
  "synth_top_cell_by_count": "nand2_1",
  "power_density_nw_per_um2": 13.7,
  "io_buffers": 194
}
[through the flow]
stage | util (%) | setup slack [ns] | cells | total power, µW | cell area (µm²)
after floorplan | - | 28.32 | 1000 | 55.4 | 6000
after global placement | 55.2 | 26.34 | 1340 | 108 | 8050
after detailed placement | 55.2 | 26.47 | 1340 | 107 | 8050
after CTS | 55.2 | 26.44 | 1340 | 108 | 8050
after global routing | 55.2 | 26.14 | 1340 | 119 | 8050
final | 55.2 | 26.33 | 1340 | 110 | 8050
[routing by layer]
layer / vias to the layer above / part of all wire [%] / global-route usage [%]
li1: 4078 / - / -
met5: - / 0 / 0
met3: 87 / 9.9 / 5.65
met1: 3908 / 43 / 51.8
met4: 0 / 4.2 / 13.0
met2: 543 / 43 / 57.6
[cells by family after synthesis]
group                    Yosys count
buffers and inverters             66
adder cells (fa/ha/maj)           65
XOR/XNOR                          60
AND/OR/NAND/NOR                  422
AND-OR/OR-AND                    387
[worst max-delay path: stages]
cell and delay [ns]:
clkdlybuf4s50_1 0.40, ha_1 0.49, nand2_1 0.22, o21ai_2 0.28
nor2_2 0.12, o21ai_0 0.80, o32ai_1 0.22, o31ai_2 0.42
a41oi_2 0.23, and4_1 0.27, or3_1 0.35, a21o_1 0.22
and3_4 0.17, nor3_2 0.18, clkdlybuf4s50_1 0.49
[layout by cell type (no fill, tap or decap), types with 3 or more instances in the layout]
| cell type | instances |
|---|---|
| o31ai_1 | 15 |
| nor2_2 | 3 |
| nand2_1 | 149 |
| a221oi_1 | 7 |
| a31o_2 | 5 |
| a22oi_1 | 3 |
| o211ai_1 | 7 |
| a21boi_0 | 6 |
| o21bai_1 | 9 |
| clkdlybuf4s50_1 | 194 |
| o21a_1 | 10 |
| or2_2 | 4 |
| and2_1 | 5 |
| or3_1 | 5 |
| nand4b_1 | 3 |
| a31oi_1 | 14 |
| nand4_1 | 45 |
| nor4_1 | 10 |
| ha_1 | 64 |
| a211oi_1 | 11 |
| and3_1 | 3 |
| o21ai_0 | 101 |
| xor2_1 | 34 |
| a21o_1 | 27 |
| o31a_1 | 3 |
| nand2b_1 | 4 |
| a211o_1 | 3 |
| nor2_1 | 112 |
| inv_1 | 19 |
| nor3_1 | 28 |
| nand3_1 | 31 |
| xnor2_1 | 26 |
| nor2b_1 | 4 |
| buf_4 | 9 |
| o21ai_1 | 4 |
| a21oi_1 | 132 |
[final cells by class]
type	instances	area, µm²
multi-input cells	934	5740
fillers	1525	6540
inverters	19	71.3
repair buffers	203	2010
well taps	184	230
[worst min path at each step]
stage	from	cells after the start	slack, ns	endpoint
after CTS	cin	5	21.86	sum[0]
after global routing	cin	5	21.91	sum[0]
final	cin	5	21.85	sum[0]
[power by group]
| group | internal [µW] | leakage, µW | switching (µW) |
|---|---|---|---|
| clock | 0 | 0 | 0 |
| sequential | 0 | 0 | 0 |
| combinational | 52.5 | 0.00295 | 58.0 |
| total | 52.5 | 0.00295 | 58.0 |
Power and IR drop assume default switching activity.
